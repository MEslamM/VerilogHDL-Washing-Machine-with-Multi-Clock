**flow/design.v**
```verilog
module Washing_Machine_real(clk,rst_n,clk_freq,coin_in,double_wash,timer_pause,wash_done); 
	input clk,rst_n,coin_in,double_wash,timer_pause; 
	input [1:0] clk_freq;
	output reg wash_done ;
	parameter Idle=3'b000; 
	parameter Fillig_Water=3'b001; 
	parameter Washing=3'b010; 
	parameter Rinsing=3'b011; 
	parameter Spinning=3'b100; 
	reg[2:0] cs,ns;  
	reg[34:0] Fillig_Water_time,Washing_time,Rinsing_time,Spinning_time,freq;  
	reg[34:0] count=0;  
	reg[34:0] count2=0;  
	reg[4:0] double_cycle = 5'b00000;  
	reg outtpspin=0;  
		always@(cs or coin_in or double_wash or timer_pause or clk_freq or count or double_cycle or count2) 
			begin 
				if (clk_freq == 2'b00)
					begin
						freq=1000000;
						Fillig_Water_time=120*freq;
						Washing_time=300*freq;
						Rinsing_time=120*freq;
						Spinning_time=60*freq;
					end
				else if(clk_freq == 2'b01)
					begin
						freq=2000000;
						Fillig_Water_time=120*freq;
						Washing_time=300*freq;
						Rinsing_time=120*freq;
						Spinning_time=60*freq;
					end
				else if(clk_freq == 2'b10)
					begin
						freq=4000000;
						Fillig_Water_time=120*freq;
						Washing_time=300*freq;
						Rinsing_time=120*freq;
						Spinning_time=60*freq;
					end
				else if(clk_freq == 2'b11)
					begin
						freq=8000000;
						Fillig_Water_time=120*freq;
						Washing_time=300*freq;
						Rinsing_time=120*freq;
						Spinning_time=60*freq;
					end
				case(cs)
					Idle:
						if(coin_in==1 && timer_pause==0 && count<Spinning_time && count2==0)  
							begin 
								ns=Fillig_Water; 
								wash_done=0;
							end 
						else if(coin_in==1 && timer_pause==0 && count==(Spinning_time+1) && count2==0)  
							begin 
								ns=cs; 
								wash_done=1;
							end 
						else if(coin_in==1 && timer_pause==0 && count==(Spinning_time+1) && outtpspin==1)  
							begin 
								ns=cs; 
								wash_done=1;
							end 
						else if(coin_in==1 && timer_pause==1)  
							begin 
								ns=cs; 
								wash_done=0;
							end 
						else if(coin_in==1 && timer_pause==0 && count2>1 && outtpspin==0)  
							begin 
								ns=Spinning; 
								wash_done=0;
								count2=0;
								count=count-1;
							end
						else if (coin_in==0)  
							begin 
								ns=cs; 
								wash_done=0;
							end 
					Fillig_Water: 
						if (coin_in==1 && count==(Fillig_Water_time+1))  
							begin
								ns<=Washing;
								wash_done=0;
								count=0;
							end
						else if (coin_in==1 && count<(Fillig_Water_time+1)) 
							begin
								ns<=cs;
								wash_done=0;
							end
					Washing:
						if(coin_in==1 && double_wash==0 && count==Washing_time)  
							begin 
								ns<=Rinsing;
								wash_done=0;
								count=0;
							end
						else if(coin_in==1 && double_wash==1 && count==Washing_time)  
							begin
								ns<=Rinsing;
								wash_done=0;
								double_cycle=double_cycle+1;
								count=0;
							end 
						else if(coin_in==1 && count<Washing_time)  
							begin
								ns<=cs;
								wash_done=0;
							end
					Rinsing: 
						if(coin_in==1 && double_wash==0 && count==Rinsing_time)  
							begin 
								ns<=Spinning;
								wash_done=0;
								count=0;
							end
						else if (coin_in==1 && double_wash==1 && count==Rinsing_time && double_cycle!=3)  
							begin
								ns<=Washing;
								wash_done=0;
								double_cycle=double_cycle+1;
								count=0;
							end 
						else if (coin_in==1 && double_wash==1 && count==Rinsing_time && double_cycle==3)  
							begin
								ns<=Spinning;
								wash_done=0;
								count=0;
							end
						else if(coin_in==1 && count<Rinsing_time)  
							begin 
								ns=cs; 
								wash_done=0; 
							end 
					Spinning: 
						if(coin_in==1 && timer_pause==0 && count==Spinning_time)  
							begin 
								ns=Idle;
								wash_done=0;
							end
						else if (coin_in==1 && timer_pause==0 && count<Spinning_time)  
							begin 
								ns=cs; 
								wash_done=0; 
								outtpspin=1;
							end 
						else if (coin_in==1 && timer_pause==1)  
							begin
								ns=Idle;
								wash_done=0;
							end
					default: ns=Idle; 
				endcase
			end 
		always@(posedge clk or negedge rst_n) 
			begin 
				if (~rst_n) 
					cs<=Idle; 
				else
					cs<=ns;	
			end 
		always@(posedge clk)
			begin
	  			if (~rst_n) 
	  				count <=0;
	    		else if (timer_pause==0 && rst_n==1) begin
	    			count <= count + 1;	
	    		end 
	    		else if (timer_pause==1 && rst_n==1) begin
	    			count <= count;	
	    		end
    		end
		always@(posedge clk)
			begin
	  			if (~rst_n && timer_pause==0) 
	  				count2 <=0;
	    		else 
	    			count2 <= count2 + 1;
    		end
endmodule
```
**flow/run.sh**
```bash
#!/bin/bash
# OpenROAD 26Q1-2900-gdf79404cd8, Yosys 0.63+post, stock flow scripts
make -C /OpenROAD-flow-scripts/flow DESIGN_CONFIG=/design/flow/config.mk WORK_HOME=/design/flow/orfs finish
```
**flow/config.mk**
```make
export PLATFORM = sky130hd
export DESIGN_NAME = Washing_Machine_real
export DESIGN_NICKNAME = Washing_Machine_real
export VERILOG_FILES = /design/flow/design.v
export SDC_FILE = /design/flow/constraint.sdc
export NUM_CORES = 4
export LEC_CHECK = 1
export CORE_UTILIZATION = 50
```
**flow/constraint.sdc**
```tcl
current_design Washing_Machine_real

set clk_period 4.3
set clk_io_pct 0.2

create_clock -name clk0 -period $clk_period [get_ports {clk}]

set non_clock_inputs [all_inputs -no_clocks]
set_input_delay [expr $clk_period * $clk_io_pct] -clock clk0 $non_clock_inputs
set_output_delay [expr $clk_period * $clk_io_pct] -clock clk0 [all_outputs]
```
==> run summary <==
Physical implementation status

Sorting the synthesis cell report by count puts at the top ha_1. The cell-mix breakdown from Yosys lists the XOR/XNOR area share as 8.39%. According to the logs, the last stage reached was synthesis (1_2_yosys). The synthesis report names the predominant flop master as dlxtn_1. The number of distinct library cell variants in the gate-level netlist after synthesis stands at 74.

For reference, the top cells by area after synthesis are dlxtn_1 21%, ha_1 19%, dfxtp_1 6.9%. The total cells reported by yosys after synthesis stands at approximately 1,300. The synthesized netlist devotes 24.1% of its cell area to simple gates. The adder and majority cell fraction of the synthesized area stands at 18.5%. The multiplexer fraction of the synthesized cell area stands at 0.405%. The number of warning messages in the yosys log stands at 1.

Summed over all instances, the cell type with the most area after synthesis is dlxtn_1. In the synthesized netlist, the dominant kind of combinational cell is simple AND/OR/NAND/NOR gates. In this run, the synthesized area fraction spent on AND-OR/OR-AND gates is recorded as 12.8%.

The run stopped with a tool error. The share of synthesized area in the top cell type comes to 21.1%. The tool reported: "ERROR: Found 35 problems in 'check -assert'". Of all flip-flops after synthesis, the portion carrying an async set or reset was 1.66%. The yosys-reported design area after synthesis stands at between 10,000 and 15,000 um^2.

The total of flip-flops plus latches after synthesis stands at 181. Yosys mapped a number of flops with a built-in enable equal to 0. The commonest cells after synthesis are 151 x ha_1, 143 x dlxtn_1, 115 x nand2_1, 114 x inv_1, 77 x nor2_1.
==> cells by family after synthesis <==
| group | after synthesis |
|---|---|
| AND/OR/NAND/NOR | 454 |
| other | 1 |
| multiplexers | 4 |
| buffers and inverters | 186 |
| flip-flops | 38 |
| AND-OR/OR-AND | 212 |
| latches | 143 |
| XOR/XNOR | 96 |
| adder cells (fa/ha/maj) | 151 |
