### flow/config.mk
export PLATFORM = sky130hd
export DESIGN_NAME = Washing_Machine
export DESIGN_NICKNAME = Washing_Machine
export VERILOG_FILES = /design/flow/design.v
export SDC_FILE = /design/flow/constraint.sdc
export NUM_CORES = 4
export LEC_CHECK = 1
export CORE_UTILIZATION = 50
### flow/run.sh
#!/bin/bash
# OpenROAD 26Q1-2900-gdf79404cd8, Yosys 0.63+post, stock flow scripts
make -C /OpenROAD-flow-scripts/flow DESIGN_CONFIG=/design/flow/config.mk WORK_HOME=/design/flow/orfs finish
### flow/constraint.sdc
current_design Washing_Machine

set clk_period 8.2
set clk_io_pct 0.2

create_clock -name clk0 -period $clk_period [get_ports {clk}]

set non_clock_inputs [all_inputs -no_clocks]
set_input_delay [expr $clk_period * $clk_io_pct] -clock clk0 $non_clock_inputs
set_output_delay [expr $clk_period * $clk_io_pct] -clock clk0 [all_outputs]
### flow/design.v
module Washing_Machine(clk,rst_n,clk_freq,coin_in,double_wash,timer_pause,wash_done); 
	input clk,rst_n,coin_in,double_wash,timer_pause; 
	input [1:0] clk_freq;
	output reg wash_done ;
	parameter Idle=3'b000; 
	parameter Fillig_Water=3'b001; 
	parameter Washing=3'b010; 
	parameter Rinsing=3'b011; 
	parameter Spinning=3'b100; 
	reg[2:0] cs,ns;
	reg[34:0] Fillig_Water_time,Washing_time,Rinsing_time,Spinning_time,freq;  
	reg[34:0] count;  
	reg[34:0] count2;  
	reg[4:0] double_cycle = 5'b00000;  
	reg outtpspin=0;
		always@(cs or coin_in or double_wash or timer_pause or clk_freq or count or double_cycle or count2) 
			begin 
				if (clk_freq == 2'b00)   
					begin
						freq=1;
						Fillig_Water_time=5*freq;
						Washing_time=4*freq;
						Rinsing_time=3*freq;
						Spinning_time=2*freq;
					end
				else if(clk_freq == 2'b01)
					begin
						freq=2*(10^6);
						Fillig_Water_time=120*freq;
						Washing_time=300*freq;
						Rinsing_time=120*freq;
						Spinning_time=60*freq;
					end
				else if(clk_freq == 2'b10)
					begin
						freq=4*(10^6);
						Fillig_Water_time=120*freq;
						Washing_time=300*freq;
						Rinsing_time=120*freq;
						Spinning_time=60*freq;
					end
				else if(clk_freq == 2'b11)
					begin
						freq=8*(10^6);
						Fillig_Water_time=120*freq;
						Washing_time=300*freq;
						Rinsing_time=120*freq;
						Spinning_time=60*freq;
					end
				case(cs)
					Idle:
						if(coin_in==1 && timer_pause==0 && count<Spinning_time && count2==0)  
							begin 
								ns=Fillig_Water; 
								wash_done=0;
							end 
						else if(coin_in==1 && timer_pause==0 && count==(Spinning_time+1) && count2==0)  
							begin 
								ns=cs; 
								wash_done=1;
							end 
						else if(coin_in==1 && timer_pause==0 && count==(Spinning_time+1) && outtpspin==1)  
							begin 
								ns=cs; 
								wash_done=1;
							end 
						else if(coin_in==1 && timer_pause==1)  
							begin 
								ns=cs; 
								wash_done=0;
							end 
						else if(coin_in==1 && timer_pause==0 && count2>1 && outtpspin==0)  
							begin 
								ns=Spinning; 
								wash_done=0;
								count2=0;
								count=count-1;
							end
						else if (coin_in==0)  
							begin 
								ns=cs; 
								wash_done=0;
							end 
					Fillig_Water: 
						if (coin_in==1 && count==(Fillig_Water_time+1))  
							begin
								ns<=Washing;
								wash_done=0;
								count=0;
							end
						else if (coin_in==1 && count<(Fillig_Water_time+1)) 
							begin
								ns<=cs;
								wash_done=0;
							end
					Washing:
						if(coin_in==1 && double_wash==0 && count==Washing_time)  
							begin 
								ns<=Rinsing;
								wash_done=0;
								count=0;
							end
						else if(coin_in==1 && double_wash==1 && count==Washing_time)  
							begin
								ns<=Rinsing;
								wash_done=0;
								double_cycle=double_cycle+1;
								count=0;
							end 
						else if(coin_in==1 && count<Washing_time)  
							begin
								ns<=cs;
								wash_done=0;
							end
					Rinsing: 
						if(coin_in==1 && double_wash==0 && count==Rinsing_time)  
							begin 
								ns<=Spinning;
								wash_done=0;
								count=0;
							end
						else if (coin_in==1 && double_wash==1 && count==Rinsing_time && double_cycle!=3)  
							begin
								ns<=Washing;
								wash_done=0;
								double_cycle=double_cycle+1;
								count=0;
							end 
						else if (coin_in==1 && double_wash==1 && count==Rinsing_time && double_cycle==3)  
							begin
								ns<=Spinning;
								wash_done=0;
								count=0;
							end
						else if(coin_in==1 && count<Rinsing_time)  
							begin 
								ns=cs; 
								wash_done=0; 
							end 
					Spinning: 
						if(coin_in==1 && timer_pause==0 && count==Spinning_time)  
							begin 
								ns=Idle;
								wash_done=0;
							end
						else if (coin_in==1 && timer_pause==0 && count<Spinning_time)  
							begin 
								ns=cs; 
								wash_done=0; 
								outtpspin=1;
							end 
						else if (coin_in==1 && timer_pause==1)  
							begin
								ns=Idle;
								wash_done=0;
							end
					default: ns=Idle; 
				endcase
			end 
		always@(posedge clk or negedge rst_n) 
			begin 
				if (~rst_n) 
					cs<=Idle; 
				else
					cs<=ns;	
			end 
		always@(posedge clk)
			begin
	  			if (~rst_n) 
	  				count <=0;
	    		else if (timer_pause==0 && rst_n==1) begin
	    			count <= count + 1;	
	    		end 
	    		else if (timer_pause==1 && rst_n==1) begin
	    			count <= count;	
	    		end
    		end
		always@(posedge clk)
			begin
	  			if (~rst_n && timer_pause==0) 
	  				count2 <=0;
	    		else 
	    			count2 <= count2 + 1;
    		end
endmodule
==> flow_summary_export.csv <==
group,metric,value,unit
synth,ys_ff,82,
status,stop_stage,"synthesis",
synth,async_flop_share,3.659,%
synth,synthesis_warnings,1,
status,run_status,"stopped before the end",
status,stop_error,"ERROR: Found 35 problems in 'check -assert'.",
synth,yosysCellCount,833,
synth,most_common_flop_cell_mapped_by_yosys,"sky130_fd_sc_hd__dlxtn_1",
synth,post_synth_edffs,0,
synth,synth_cell_type_count,65,
synth,yosys.stat.chipArea,6855,um2
-- synthesized netlist by cell type, types with 3 or more instances --
cell type	n	area, um2
sky130_fd_sc_hd__dlxtn_1	44	660.6
sky130_fd_sc_hd__nor4_1	11	68.82
sky130_fd_sc_hd__nor3_1	16	80.08
sky130_fd_sc_hd__xor2_1	21	183.9
sky130_fd_sc_hd__and4_1	7	61.31
sky130_fd_sc_hd__nand2b_1	3	18.77
sky130_fd_sc_hd__ha_1	145	1814
sky130_fd_sc_hd__a211oi_1	10	75.07
sky130_fd_sc_hd__xnor2_1	44	385.4
sky130_fd_sc_hd__dfrtp_1	3	75.07
sky130_fd_sc_hd__clkbuf_1	18	67.56
sky130_fd_sc_hd__a21oi_1	58	290.3
sky130_fd_sc_hd__nand3b_1	3	22.52
sky130_fd_sc_hd__dfxtp_1	35	700.7
sky130_fd_sc_hd__nor2_1	58	217.7
sky130_fd_sc_hd__a221oi_1	3	26.28
sky130_fd_sc_hd__or4_1	5	37.54
sky130_fd_sc_hd__nand2_1	67	251.5
sky130_fd_sc_hd__a21o_1	7	52.55
sky130_fd_sc_hd__o31ai_1	5	37.54
sky130_fd_sc_hd__o211ai_1	7	52.55
sky130_fd_sc_hd__and3_1	7	43.79
sky130_fd_sc_hd__a21boi_0	4	30.03
sky130_fd_sc_hd__buf_2	6	30.03
sky130_fd_sc_hd__o21ai_0	32	160.2
sky130_fd_sc_hd__buf_4	3	22.52
sky130_fd_sc_hd__o31a_1	3	26.28
sky130_fd_sc_hd__nand3_1	31	155.2
sky130_fd_sc_hd__inv_1	31	116.4
sky130_fd_sc_hd__nor3_2	3	30.03
sky130_fd_sc_hd__nor4_4	4	85.08
sky130_fd_sc_hd__and2_1	29	181.4
sky130_fd_sc_hd__nand4_1	38	237.7
sky130_fd_sc_hd__or3_1	16	100.1
sky130_fd_sc_hd__buf_6	6	67.56
sky130_fd_sc_hd__nor2b_1	13	81.33
-- kinds of logic after synthesis --
group	Yosys count	share of synthesized area, %
multiplexers	1	0.1460
AND-OR/OR-AND	145	12.92
XOR/XNOR	65	8.304
latches	44	9.637
other	2	0.1095
flip-flops	38	11.32
adder cells (fa/ha/maj)	145	26.46
buffers and inverters	67	4.636
AND/OR/NAND/NOR	326	26.47
